[/design/flow/run.sh]
#!/bin/bash
# OpenROAD 26Q1-2900-gdf79404cd8, Yosys 0.63+post, stock flow scripts
make -C /OpenROAD-flow-scripts/flow DESIGN_CONFIG=/design/flow/config.mk WORK_HOME=/design/flow/orfs finish
[/design/flow/config.mk]
export PLATFORM = sky130hd
export DESIGN_NAME = ALU
export DESIGN_NICKNAME = ALU
export VERILOG_FILES = /design/flow/design.v
export SDC_FILE = /design/flow/constraint.sdc
export NUM_CORES = 4
export LEC_CHECK = 1
export CORE_UTILIZATION = 50
[/design/flow/constraint.sdc]
current_design ALU

set clk_period 49.2
set clk_io_pct 0.2

create_clock -name clk0 -period $clk_period

set non_clock_inputs [all_inputs -no_clocks]
set_input_delay [expr $clk_period * $clk_io_pct] -clock clk0 $non_clock_inputs
set_output_delay [expr $clk_period * $clk_io_pct] -clock clk0 [all_outputs]
[/design/flow/design.v]
module AND (a, b, out);
	input a, b;
	output out;
	wire w1;
	nand nand1(w1,a,b);
	nand nand2(out,w1,w1);
endmodule
module OR (a, b, out);
	input a, b;
	output out;
	wire w1,w2,w3;	
	nand nand1(w1,a,a);
	nand nand2(w2,b,b);
	nand nand3(out,w1,w2);
endmodule
module NOT (a, out);
	input a;
	output out;
	nand nand1(out,a,a);
endmodule
module NOR (a, b, out);
	input a, b;
	output out;
	wire w1,w2;
	nand nand1 (w1,a,b);
	XOR	nand2 (.a(a),.b(b),.out(w2));
	XOR	nand3 (.a(w1),.b(w2),.out(out));
endmodule
module XOR (a, b, out);
	input a, b;
	output out;
	wire w1,w2;
	nand nand1 (w1,a,b);
	OR	nand2	(.a(a) ,.b(b),.out(w2));
	AND	nand3	(.a(w1) ,.b(w2),.out(out));
endmodule
module HalfAdder(a,b,c,s);
	input a,b;
	output c,s;
	and and1 (c,a,b);
	xor xor1 (s,a,b);
endmodule
module FullAdder(a,b,cin,cout,s);
	input a,b,cin;
	output cout,s;
	wire g,p,cp;
	HalfAdder	ha1(.a(a),.b(b),.c(g),.s(p));
	HalfAdder ha2(.a(p),.b(cin),.c(cp),.s(s));
	or or1(cout,g,cp);
endmodule
module AdderSubtractor (A, B, Cin, mode, Cout, Sum);
	input [31:0] A, B;
	input Cin, mode;
	output [31:0] Sum;
	output Cout;
	parameter n = 32;
	wire [31:0] Bw,carry;
	wire sel;		
	assign Bw[31:0] = B[31:0]^ {32{mode}};
	assign carry[0] = mode? 1'b1: Cin;
	FullAdder fa1 (.a(A[0]) , .b(Bw[0]) , .cin(carry[0]) , .cout(carry[1]) , .s(Sum[0]));
	FullAdder fa2 (.a(A[1]) , .b(Bw[1]) , .cin(carry[1]) , .cout(carry[2]) , .s(Sum[1]));
	FullAdder fa3 (.a(A[2]) , .b(Bw[2]) , .cin(carry[2]) , .cout(carry[3]) , .s(Sum[2]));
	FullAdder fa4 (.a(A[3]) , .b(Bw[3]) , .cin(carry[3]) , .cout(carry[4]) , .s(Sum[3]));
	FullAdder fa5 (.a(A[4]) , .b(Bw[4]) , .cin(carry[4]) , .cout(carry[5]) , .s(Sum[4]));
	FullAdder fa6 (.a(A[5]) , .b(Bw[5]) , .cin(carry[5]) , .cout(carry[6]) , .s(Sum[5]));
	FullAdder fa7 (.a(A[6]) , .b(Bw[6]) , .cin(carry[6]) , .cout(carry[7]) , .s(Sum[6]));
	FullAdder fa8 (.a(A[7]) , .b(Bw[7]) , .cin(carry[7]) , .cout(carry[8]) , .s(Sum[7]));
	FullAdder fa9 (.a(A[8]) , .b(Bw[8]) , .cin(carry[8]) , .cout(carry[9]) , .s(Sum[8]));
	FullAdder fa10(.a(A[9]) , .b(Bw[9]) , .cin(carry[9]) , .cout(carry[10]) , .s(Sum[9]));
	FullAdder fa11(.a(A[10]) , .b(Bw[10]) , .cin(carry[10]) , .cout(carry[11]) , .s(Sum[10]));
	FullAdder fa12(.a(A[11]) , .b(Bw[11]) , .cin(carry[11]) , .cout(carry[12]) , .s(Sum[11]));
	FullAdder fa13(.a(A[12]) , .b(Bw[12]) , .cin(carry[12]) , .cout(carry[13]) , .s(Sum[12]));
	FullAdder fa14(.a(A[13]) , .b(Bw[13]) , .cin(carry[13]) , .cout(carry[14]) , .s(Sum[13]));
	FullAdder fa15(.a(A[14]) , .b(Bw[14]) , .cin(carry[14]) , .cout(carry[15]) , .s(Sum[14]));
	FullAdder fa16(.a(A[15]) , .b(Bw[15]) , .cin(carry[15]) , .cout(carry[16]) , .s(Sum[15]));
	FullAdder fa17(.a(A[16]) , .b(Bw[16]) , .cin(carry[16]) , .cout(carry[17]) , .s(Sum[16]));
	FullAdder fa18(.a(A[17]) , .b(Bw[17]) , .cin(carry[17]) , .cout(carry[18]) , .s(Sum[17]));
	FullAdder fa19(.a(A[18]) , .b(Bw[18]) , .cin(carry[18]) , .cout(carry[19]) , .s(Sum[18]));
	FullAdder fa20(.a(A[19]) , .b(Bw[19]) , .cin(carry[19]) , .cout(carry[20]) , .s(Sum[19]));
	FullAdder fa21(.a(A[20]) , .b(Bw[20]) , .cin(carry[20]) , .cout(carry[21]) , .s(Sum[20]));
	FullAdder fa22(.a(A[21]) , .b(Bw[21]) , .cin(carry[21]) , .cout(carry[22]) , .s(Sum[21]));
	FullAdder fa23(.a(A[22]) , .b(Bw[22]) , .cin(carry[22]) , .cout(carry[23]) , .s(Sum[22]));
	FullAdder fa24(.a(A[23]) , .b(Bw[23]) , .cin(carry[23]) , .cout(carry[24]) , .s(Sum[23]));
	FullAdder fa25(.a(A[24]) , .b(Bw[24]) , .cin(carry[24]) , .cout(carry[25]) , .s(Sum[24]));
	FullAdder fa26(.a(A[25]) , .b(Bw[25]) , .cin(carry[25]) , .cout(carry[26]) , .s(Sum[25]));
	FullAdder fa27(.a(A[26]) , .b(Bw[26]) , .cin(carry[26]) , .cout(carry[27]) , .s(Sum[26]));
	FullAdder fa28(.a(A[27]) , .b(Bw[27]) , .cin(carry[27]) , .cout(carry[28]) , .s(Sum[27]));
	FullAdder fa29(.a(A[28]) , .b(Bw[28]) , .cin(carry[28]) , .cout(carry[29]) , .s(Sum[28]));
	FullAdder fa30(.a(A[29]) , .b(Bw[29]) , .cin(carry[29]) , .cout(carry[30]) , .s(Sum[29]));
	FullAdder fa31(.a(A[30]) , .b(Bw[30]) , .cin(carry[30]) , .cout(carry[31]) , .s(Sum[30]));
	FullAdder fa32(.a(A[31]) , .b(Bw[31]) , .cin(carry[31]) , .cout(Cout) , .s(Sum[31]));
endmodule
module floatPointAdder (A,B,C);
	input [31:0] A,B;
	output [31:0] C;
	wire [24:0] man_temp,shift_temp,another;
	wire [7:0]shift;
	wire greater,temp,dif_sign,equ_exp;
	assign dif_sign = A[31]==B[31] ? 1'b0 : 1'b1 ;
	assign greater = A[30:23] > B[30:23] ? 1'b1 : ( equ_exp ?  (A[22:0]>=B[22:0]):1'b0) ;
	assign equ_exp =(A[30:23] == B[30:23]);
	assign shift[7:0] = greater ? A[30:23] - B[30:23] : B[30:23] - A[30:23];
	assign shift_temp[23:0] = greater ? {1'b1,B[22:0]} >> shift [7:0] : {1'b1,A[22:0]} >> shift [7:0];
	assign another[23:0] = greater ? {1'b1,A[22:0]} : {1'b1,B[22:0]};
	assign man_temp [24:0] = dif_sign ? another[23:0] - shift_temp[23:0] : another[23:0] + shift_temp[23:0] ;
	assign C[22:0] = man_temp[24] ? man_temp[23:1] : man_temp[22:0];
	assign C[30:23] = man_temp[24] ? (greater ? A[30:23]:B[30:23]) + 1 : (greater ? A[30:23]:B[30:23]) ;
	assign C[31] = dif_sign ? (greater ? A[31]:B[31]) : A[31];
endmodule
module floatPointMul (A,B,C);
	input [31:0] A,B;
	output [31:0] C;
	wire[7:0]exp_temp;
	wire[47:0]man_temp;
	wire sign;
	xor xor1 (C[31],A[31],B[31]);
	assign man_temp[47:0] = {1'b1,A[22:0]} * {1'b1,B[22:0]};
	assign C[22:0] = man_temp[47] ? man_temp[46:24] : man_temp[45:23];
	assign exp_temp [7:0] = A [30:23] + B[30:23];
	assign C[30:23] =  man_temp[47]? exp_temp [7:0] + 1'b1 : exp_temp [7:0];
endmodule
module ALU (A, B, sel, Cin, Y, Cout, Negative, Zero, Overflow);
	input [31:0] A, B;
	input [3:0] sel;
	input Cin;
	output [31:0] Y;
	output Cout, Negative, Zero, Overflow;
	reg [31:0]Y; 
	reg	Cout, Negative, Zero, Overflow;
	wire[6:0]gateOutput;
	wire[31:0]add_sum,sub_sum,fadd_out,fmul_out;
	wire add_out,sub_out;
	always @ (*) begin
		if (sel<=5)	begin
			Y[31:1] = {31{1'b0}};
			Cout = 1'b0;
			Negative = 1'b0;
			Overflow = 1'b0;
			case (sel)
				4'b0000:begin
					Y[0] = gateOutput[0];
					Zero = ~gateOutput[0];
				end
				4'b0001:begin
					Y[0] = gateOutput[1];
					Zero = ~gateOutput[1];
				end
				4'b0010:begin
					Y[0] = gateOutput[2];
					Zero = ~gateOutput[2];
				end
				4'b0011:begin
					Y[0] = gateOutput[3];
					Zero = ~gateOutput[3];
				end
				4'b0100:begin
					Y[0] = gateOutput[4];
					Zero = ~gateOutput[4];
				end
				4'b0101:begin
					Y[0] = gateOutput[5];
					Zero = ~gateOutput[5];
				end
			endcase
		end
		else begin
			case (sel)
				4'b0110:begin 
					Cout = add_out;
					Negative = add_sum[31];
					Zero = (add_sum[31:0] == 0)? 1'b1 : 1'b0 ;
					Overflow = (~(A[31]^B[31])) & (A[31] != add_sum[31]) ? 1'b1 : 1'b0;
					Y[31:0] = add_sum[31:0];
				end	
				4'b0111:begin
					Cout = 1'b0;
					Negative = sub_sum[31];
					Zero = (sub_sum[31:0] == 0)? 1'b1 : 1'b0 ;
					Overflow = (~(A[31]^(B[31]^{32{1'b1}}))) & (A[31] != sub_sum[31]) ? 1'b1 : 1'b0;
					Y[31:0] = sub_sum[31:0];
				end
				4'b1000:begin 
					Cout = 1'b0;
					Negative = 1'b0;
					Zero = (sub_sum[31:0] == 0)? 1'b1 : 1'b0 ; 
					Overflow = (~(A[31]^(B[31]^{32{1'b1}}))) & (A[31] != sub_sum[31]) ? 1'b1 : 1'b0;
					Y[31:0] = (sub_sum[31]==1) ? (sub_sum[31:0]^{32{1'b1}})+1'b1  : (sub_sum[31:0]);
				end
				4'b1001:begin  
					Y[31:0] = A[15:0]* B[15:0];
					Cout = 0;  
					Overflow = 1'b0;  
					Negative = 1'b0;  
					Zero = (Y[31:0]==0)? 1'b1 : 1'b0;
				end
				4'b1010:begin 
					Y[31:0] = A[31:0]<<1;
					Negative = A[30];
					Cout = A[31];
					Zero = (Y[31:0]==0)? 1'b1:1'b0;
					Overflow = Cout? 1'b1:1'b0;
				end
				4'b1011:begin 
					Y[31:0] = A[31:0]<<<1;
					Negative = A[30];
					Cout = A[31];
					Zero = (Y[31:0]==0)? 1'b1:1'b0;
					Overflow = Cout? 1'b1:1'b0;
				end
				4'b1100:begin 
					Y[31:0] = A[31:0]>>1;
					Negative = Y[31];
					Zero = (Y[31:0]==0)? 1'b1:1'b0;
					Cout = 1'b0;
					Overflow = 1'b0;
				end
				4'b1101:begin
					Y[30:0] = A[31:0]>>>1;
					Y[31] = A[31];
					Negative = Y[31];
					Zero = (Y[31:0]==0)? 1'b1:1'b0;
					Overflow = 1'b0;
					Cout = 1'b0;
				end
				4'b1110:begin
					Y[31:0] = fadd_out[31:0];
					Cout = 0 ;
					Overflow =0;
					Negative = Y[31];
					Zero = (Y[22:0]==0)? 1'b1 : 1'b0 ;
				end
				4'b1111:begin
					Y[31:0] = fmul_out[31:0];
					Negative = Y[31];
					Zero = (Y[30:0]==0) ? 1'b1 : 1'b0;
					Cout = 0;
					Overflow =0;
				end
			endcase
		end
	end
	AND	 mod1 (.a(A[0]),.b(B[0]),.out(gateOutput[0]));
	OR	 mod2 (.a(A[0]),.b(B[0]),.out(gateOutput[1]));
	NOT	 mod3 (.a(A[0]),.out(gateOutput[2]));
	NOR	 mod4 (.a(A[0]),.b(B[0]),.out(gateOutput[3]));
	XOR	 mod5 (.a(A[0]),.b(B[0]),.out(gateOutput[4]));
	nand (gateOutput[5],A[0],B[0]);
	AdderSubtractor mod7 (.A(A[31:0]), .B(B[31:0]), .Cin(Cin), .mode(1'b0), .Cout(add_out), .Sum(add_sum[31:0]));
	AdderSubtractor mod8 (.A(A[31:0]), .B(B[31:0]), .Cin(1'b0), .mode(1'b1), .Cout(sub_out), .Sum(sub_sum[31:0])); 
	floatPointMul   mod16 (.A(A[31:0]),.B(B[31:0]),.C(fmul_out));
	floatPointAdder	mod15 (.A(A[31:0]),.B(B[31:0]),.C(fadd_out));
endmodule
==> out/metrics.yaml <==
synth_flops: 36
routed_wl_mm: 142
ys_warn_count: 1
fp_util_pct: 50.8
cp_max_fo: 10
layout-drive-gt1-share_pct: 3.65
gp_congestion: 1.04
dieArea_um2: 74300
startpoint_type: "input pin"
ff_type: "dlxtn_1"
die_h_um: 273
required_ns: 39.36
synth-edff-count: 0
syn-cell-area_um2: 36600
fmax_mhz: 27.6
fin_cells: 5448
ant_nets: 0
switchingPower_mw: 2.80
max_slew_margin_pct: 28.9
fp.coreArea_um2: 72000
drc_errors: 0
maxCapViolations: 0
holdBufCountCts: 0
grt_pass1_vias: 32935
grt_pass1_wl_mm: 211
die_w_um: 273
p_per_area_nw_per_um2: 111
combGateArea_um2: 31700
place_hpwl_mm: 111
critPathArrivalTime_ns: 26.43
track_usage_pct: 41.9
yosysCellCount: 4470
period_used_pct: 73.7
layout_top_cells: "inv_1, fa_1, nor2_1"
drtIter0Drc: 2079
seqCellArea_um2: 541
grt_max_degree: 75
p_sw_share_pct: 64.6
fin_setup_tns_ns: 0
setup_viol: 0
untimed_endpoints: 36
yosys-stat-area_um2: 36600
finalInstanceArea_um2: 39000
syn_avg_cell_area_um2: 8.19
crit_path_max_incr_delay_ns: 0.65
finalMaxSlewViolations: 0
total_power_mw: 4.33
dr.pass1.iters: 5
rsz0062_at_grt: "false"
rows: 98
cp-endpoint: "Zero"
viasPerCell: 5.85
finalHoldViolations: 0
p_int_mw: 1.54
wl_per_cell_um: 26.0
fillCellCount: 6896
end_kind: "primary output"
cpMaxStageDelayCell: "fa_1"
ir_drop_mv: 0.334
tightest_slew_ns: 1.06
critPathKind: "input pin to primary output"
min_period_ns: 36.27
pin_count: 105
crit_top_cell: "fa_1"
antenna_found_initial: 2
grt_overflow_total: 0
syn_inst: 4470
syn2layout_area_growth_pct: 6.45
cts_setup_buffers: 0
unclocked_regs: 36
portBuffers: 105
cp-startpoint: "A[0]"
yosysUniqueCellTypes: 101
ctsResizeCount: 0
dp_cells: 5446
layout.cells.most_common: "inv_1"
leakage_nw: 19.7
synth_async_sr_flop_share_pct: 0
postPlaceCellArea_um2: 39000
warnings: 72
vias: 31889
outcome: "completed"
[power by group through the flow]
stage | combinational, mW | clock, mW | sequential (mW)
after CTS | 4.22 | 0 | 0.00989
after global routing | 4.75 | 0 | 0.0105
[synth_stat cells, drive strengths merged, types with 47 or more instances]
cell type	number	area (um^2)
clkbuf	160	601
fa	741	14800
inv	958	3600
buf	63	289
nand3	47	235
nor2	475	1780
nor3	70	350
o21ai	168	845
a21oi	156	785
xnor2	85	744
mux2i	72	733
ha	369	4620
a221oi	50	462
nand2	462	1750
[sequential cells by signal, summed over array words and instances (netlist names)]
name      count
Zero          1
Negative      1
Y            32
Overflow      1
Cout          1
[kinds of logic (layout without fill, tap and decap cells)]
| logic type | Yosys count | count (layout) | share of synthesized area (%) |
|---|---|---|---|
| XOR/XNOR | 122 | 122 | 2.92 |
| AND/OR/NAND/NOR | 1240 | 1240 | 14.8 |
| AND-OR/OR-AND | 690 | 690 | 12.9 |
| adder cells (fa/ha/maj) | 1110 | 1110 | 53.2 |
| other | 1 | 38 | 0.0102 |
| multiplexers | 82 | 82 | 2.43 |
| buffers and inverters | 1189 | 1180 | 12.3 |
| latches | 36 | 36 | 1.48 |
[through the flow]
step / util [%] / worst slack, ns
2_1_floorplan: - / 15.30
3_3_place_gp: 54.1 / 13.15
3_5_place_dp: 54.1 / 13.13
4_1_cts: 54.1 / 13.14
5_1_grt: 54.1 / 12.68
6_report: 54.1 / 12.93
[per-layer routing]
metal,vias up,wire length [um],global-route usage [%]
met2,1582,63400,62.3
li1,14278,-,-
met1,15598,51700,54.4
met3,425,17200,17.5
met5,-,131,1.41
met4,6,9370,19.9
[worst max-delay path: cells and delay by family]
kind | cells | cell delay [ns]
AOI/OAI and AO/OA | 5 | 0.80
and+or+nand+nor | 3 | 0.86
latches | 1 | 0.38
adders and majority gates | 32 | 12.71
buffers and inverters | 6 | 1.79
[area by class of cell]
type / count / area share [%]
Multi-Input combinational cell: 3280 / 81.4
Tap cell: 950 / 3.05
Antenna cell: 2 / 0.0128
Sequential cell: 36 / 1.39
Inverter: 966 / 9.31
Timing Repair Buffer: 214 / 4.80
