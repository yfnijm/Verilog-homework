==> design.v <==
module IIR(clk,rst, load,DIn,RAddr,data_done,WEN,Yn,WAddr,Finish);
	parameter n=16;
	parameter m=20;
	input clk,rst;
	input data_done;
	input [n-1:0]DIn;
	output  WEN,load;
	output Finish;
	output [n-1:0]Yn;
	output [m-1:0]RAddr;
	output [m-1:0]WAddr;
	integer i;
	reg signed[24:0]s[0:5];
	reg signed[24:0]next_s[0:4];
	reg signed[24:0]s_new[0:4];
    reg signed[24:0]next_s_new[0:4];
	reg [m-1:0]RAddr,WAddr;
	reg WEN,load;
	wire signed[24:0]a_shift[0:5];
	wire signed[24:0]b_shift[0:4];
	wire signed[24:0]sum;
	reg [1:0]flag;
	parameter a5=	0.0000_0100_1111_1001;
	parameter a4=	0.0000_0101_0110_0111;
    parameter a3=	0.0000_1001_1010_0111;
    parameter a2=	0.0000_1001_1010_0111;
    parameter a1=	0.0000_0101_0110_0111;
    parameter a0=	0.0000_0100_1111_1001;
    parameter b4=	-10.1100_0010_0000_1100;
    parameter b3=	100.0000_0010_1101_0000;
    parameter b2=	-11.0101_1111_0000_0000;
    parameter b1=	1.1010_0111_0111_1001;
    parameter b0=	-0.0110_0001_0010_1100;
	assign a_shift[5] = (s[5]>>>6) + (s[5]>>>9) + (s[5]>>>10) +(s[5]>>>11) +(s[5]>>>12) + (s[5]>>>13)+ (s[5]>>>16);
	assign a_shift[4] = (s[4]>>>6) + (s[4]>>>8) + (s[4]>>>10) +(s[4]>>>11) +(s[4]>>>14) + (s[4]>>>15)+ (s[4]>>>16);
	assign a_shift[3] = (s[3]>>>5) + (s[3]>>>8) + (s[3]>>>9) +(s[3]>>>11) +(s[3]>>>14) + (s[3]>>>15)+ (s[3]>>>16);
	assign a_shift[2] = (s[2]>>>5) + (s[2]>>>8) + (s[2]>>>9) +(s[2]>>>11) +(s[2]>>>14) + (s[2]>>>15)+ (s[2]>>>16);
	assign a_shift[1] = (s[1]>>>6) + (s[1]>>>8) + (s[1]>>>10) + (s[1]>>>11) + (s[1]>>>14) + (s[1]>>>15)+ (s[1]>>>16);
	assign a_shift[0] = (s[0]>>>6) + (s[0]>>>9) + (s[0]>>>10) + (s[0]>>>11) + (s[0]>>>12) + (s[0]>>>13) + (s[0]>>>16);
	assign b_shift[4] = -((s_new[4]<<<1) + (s_new[4]>>>1) + (s_new[4]>>>2) + (s_new[4]>>>7) + (s_new[4]>>>13) + (s_new[4]>>>14)) ;
	assign b_shift[3] = (s_new[3]<<<2) + (s_new[3]>>>7) + (s_new[3]>>>9) + (s_new[3]>>>10) + (s_new[3]>>>12) ;
	assign b_shift[2] = -((s_new[2]<<<1) + (s_new[2]) + (s_new[2]>>>2) + (s_new[2]>>>4) + (s_new[2]>>>5) + (s_new[2]>>>6)+ (s_new[2]>>>7)+ (s_new[2]>>>8)) ;
	assign b_shift[1] = (s_new[1]) + (s_new[1]>>>1) + (s_new[1]>>>3) + (s_new[1]>>>6) + (s_new[1]>>>7) + (s_new[1]>>>8)+ (s_new[1]>>>10)+ (s_new[1]>>>11)+ (s_new[1]>>>12)+ (s_new[1]>>>13)+ (s_new[1]>>>16) ;
	assign b_shift[0] = -((s_new[0]>>>2) + (s_new[0]>>>3) + (s_new[0]>>>8) + (s_new[0]>>>11) + (s_new[0]>>>13) + (s_new[0]>>>14)) ;
	always@(posedge rst or posedge clk) begin
		if (rst == 1 )begin
			RAddr = 0;
			WAddr = 0;
			flag = 0;
			s[5] = 0 ;
			for (i = 0 ; i<=4 ; i = i+1 )begin
				s[i] = 0 ;
				s_new[i] = 0 ;
			end
		end
		else begin
			RAddr = RAddr+1;
			WAddr = RAddr-1;
			s[0] = next_s[0];
            s[1] = next_s[1];
            s[2] = next_s[2];
            s[3] = next_s[3];
            s[4] = next_s[4];
			s[5] = {{2{DIn[15]}}, DIn, {7{1'b0}}};
			s_new[0] = next_s_new[0];
            s_new[1] = next_s_new[1];
            s_new[2] = next_s_new[2];
            s_new[3] = next_s_new[3];
            s_new[4] = next_s_new[4];
			flag = (data_done == 1)||(flag == 1)? flag+1 : flag;
		end 
	end 
	always@(*)begin
		WEN =  1;
		load = 1;
		next_s[0] = s[1];
		next_s[1] = s[2];
 		next_s[2] = s[3];
		next_s[3] = s[4];
		next_s[4] = s[5];
		next_s_new[0] = s_new[1];
		next_s_new[1] = s_new[2];
		next_s_new[2] = s_new[3];
		next_s_new[3] = s_new[4];
		next_s_new[4] = {{2{Yn[15]}}, Yn, {7{1'b0}}};
	end 
	assign sum =  a_shift[5]+ a_shift[4]+ a_shift[3]+ a_shift[2] +a_shift[1]+ a_shift[0]
					- b_shift[4] - b_shift[3] - b_shift[2] - b_shift[1] - b_shift[0];
 	assign Yn = {sum[24], sum[21:7]};
	assign Finish = (flag==2) ? 1 : 0 ; 
endmodule
==> run.sh <==
#!/bin/bash
# OpenROAD 26Q1-2900-gdf79404cd8, Yosys 0.63+post, stock flow scripts
make -C /OpenROAD-flow-scripts/flow DESIGN_CONFIG=/design/flow/config.mk WORK_HOME=/design/flow/orfs finish
==> config.mk <==
export PLATFORM = sky130hd
export DESIGN_NAME = IIR
export DESIGN_NICKNAME = IIR
export VERILOG_FILES = /design/flow/design.v
export SDC_FILE = /design/flow/constraint.sdc
export NUM_CORES = 4
export LEC_CHECK = 1
export CORE_UTILIZATION = 40
==> constraint.sdc <==
current_design IIR

set clk_period 19.5
set clk_io_pct 0.2

create_clock -name clk0 -period $clk_period [get_ports {clk}]

set non_clock_inputs [all_inputs -no_clocks]
set_input_delay [expr $clk_period * $clk_io_pct] -clock clk0 $non_clock_inputs
set_output_delay [expr $clk_period * $clk_io_pct] -clock clk0 [all_outputs]
==> run_results.csv <==
group,metric,value,unit
outcome,status,"completed",
cts,cts_hold_buf,0,
yosys,top_cell_area_share,48.5,%
route,drt-pass1-iter-count,5,
route,drtIter0Drc,677,
hold_path,min_path_type,"flop to flop",
timing,clock_skew,0.0177,ns
cts,clock-root-buffer,"clkbuf_16",
timing,min_period,16.58,ns
cells_and_area,drive_above_1_share,2.78,%
route,routedWlPerCell,18.4,µm
setup_path,max_stage_delay,0.56,ns
cells_and_area,final_util,44.3,%
yosys,ys_ff,218,
floorplan,chipArea,95800,µm²
yosys,ys_seq_share,14.4,%
floorplan,coreArea,93500,µm²
floorplan,fp-utilization,40.5,%
yosys,top_area_cell,"fa_1",
yosys,topCellsByArea,"fa_1 48%, dfrtp_1 14%, ha_1 12%",
grt,grt_max_degree,100,
timing,fin_ws,2.92,ns
setup_path,crit_path_max_fanout,7,
cts,numCtsBuffers,31,
timing,holdWs,0.379,ns
yosys,common_cells,"1200 x inv_1, 916 x fa_1, 373 x ha_1",
placed_design,port_buffers,75,
flow_run,max_cap_viol_count,0,
cts,cts_tree,"yes",
timing,max_slew_margin,38.9,%
floorplan,ios,78,
timing,layout_worst_path_cycle_share,85.0,%
cts,clkLatencyLatePin,0.61,ns
cts,cts_sinks,218,
yosys,edf_count,0,
placed_design,place_congestion,0.967,
setup_path,worst_path_most_repeated_cell,"fa_1",
timing,tns,0,ns
timing,setup_violations,0,
timing,drv_slew,0,
floorplan,rows,112,
route,drt-total-wl,89200,µm
setup_path,worstSetupPathType,"flop to primary output",
placed_design,hpwlAfterDp,79700,µm
setup_path,crit_arrival,12.68,ns
setup_path,worstSetupEndpointType,"primary output",
cells_and_area,nFillCells,8720,
route,via_per_inst,4.67,
yosys,yosysChipArea,37800,µm²
yosys,ys_async_sr_fraction,100,%
yosys,synthCells,3453,
floorplan,die_w,309,µm
grt,antenna_found_initial,2,
flow_run,log.warning_count,62,
placed_design,place_ws,3.57,ns
grt,grt_first_pass_wirelength,142000,µm
route,ant_nets,0,
cts,clock_path_buffers,3,
yosys,yosys_most_used_dff,"dfrtp_1",
yosys,yosysMostFrequentCell,"inv_1",
timing,max_freq,60.3,MHz
grt,grt_usage,21.4,%
route,vias,22667,
timing,rsz0062_at_grt,"false",
timing,finalHoldViolations,0,
cts,post-cts-setup-buffers,0,
cts,post_cts_resized,0,
grt,grt_pass1_vias,24808,
yosys,yosys_cells,3453,
yosys,avgSynthCellArea,11.0,µm²
timing,tightest_slew,0.916,ns
setup_path,cp-start-kind,"flop",
yosys,syn_area,37800,µm²
yosys,yosysWarnings,5,
setup_path,cp_slowest_cell,"dfrtp_1",
cts,cts.htree.levels,1,
yosys,synth_cell_types,64,
grt,grt_overflow,0,
cells_and_area,area_delta_synth_final,9.46,%
floorplan,die_h,309,µm
setup_path,cp_data_required_time,15.60,ns
route,drc,0,
cts,path_clk_slew,0.06,ns
[through the flow]
step | area, µm² | cells
3_5_place_dp | 40300 | 4792
4_1_cts | 41400 | 4850
3_3_place_gp | 40300 | 4792
5_1_grt | 41400 | 4850
6_report | 41400 | 4851
2_1_floorplan | 37800 | 3454
[critical path, delay by kind of cell, from the launching register on]
family                   cells  cell delay (ns)
flip-flops                   1             0.56
AND-OR/OR-AND               12             3.00
buffers and inverters       11             1.15
AND/OR/NAND/NOR              2             0.13
XOR/XNOR                     2             0.38
adder cells (fa/ha/maj)     15             6.87
[worst paths after layout]
check | slack, ns | start | to | cells past startpoint
worst max-delay path | 2.92 | s[4][17]$_DFF_PP0_ | Yn[15] | 42
worst min register to register | 0.38 | s_new[4][9]$_DFF_PP0_ | s_new[3][9]$_DFF_PP0_ | 0
worst max register to register | 7.84 | s[4][17]$_DFF_PP0_ | s_new[4][22]$_DFF_PP0_ | 41
worst min-delay path | 0.38 | s_new[4][9]$_DFF_PP0_ | s_new[3][9]$_DFF_PP0_ | 0
min in group asynchronous | 3.76 | rst | s_new[1][15]$_DFF_PP0_ | 2
max in group asynchronous | 14.60 | rst | s[0][15]$_DFF_PP0_ | 3
[state kept, by name, summed over array words and instances (netlist names)]
register and flops:
s 96, s_new 80, RAddr 20, flag 2
WAddr 20
[per-layer routing]
layer | vias to the layer above | part of all wire, % | track usage, %
li1 | 10320 | - | -
met1 | 11631 | 38 | 29.6
met2 | 598 | 49 | 32.8
met3 | 110 | 10 | 9.73
met4 | 8 | 2.4 | 3.86
met5 | - | 0.16 | 0.961
[logic make-up after synthesis]
kind of cell               count (synthesis)  share of synthesized area, %
adders and majority gates               1290                          60.9
buffers and inverters                   1211                          12.0
and+or+nand+nor                          288                          3.77
AOI/OAI and AO/OA                        262                          4.64
DFF                                      218                          14.4
xor gates and xnor gates                 178                          4.12
muxes                                      5                         0.136
other                                      1                       0.00992
[cell type report]
type | count | area (µm²) | area share (%)
Sequential cell | 218 | 5460 | 13.2
Inverter | 1202 | 4520 | 10.9
Clock inverter | 26 | 348 | 0.840
Timing Repair Buffer | 93 | 898 | 2.17
Clock buffer | 32 | 790 | 1.91
Antenna cell | 1 | 2.50 | 0.00604
Multi-Input combinational cell | 2025 | 27800 | 67.2
Tap cell | 1254 | 1570 | 3.79
[cell usage in the layout, fill, tap and decap left out, types with 4 or more instances in the layout]
cell type	n
and2_1	9
o21bai_1	8
nand3b_1	4
o41ai_1	4
xnor2_1	118
a21o_1	20
inv_6	4
ha_1	373
and3_1	25
inv_1	1199
or3_1	11
o21ai_0	41
fa_1	916
a211oi_1	16
xor2_1	60
a211o_1	9
a31oi_1	12
buf_4	17
nand4_1	6
clkinvlp_4	7
nand3_1	30
o21a_1	19
nor3_1	29
mux2i_1	4
nor2b_1	8
nor2_1	77
o211ai_1	12
bufinv_16	7
nand2b_1	14
or2_2	11
clkdlybuf4s50_1	75
dfrtp_1	217
clkinv_2	6
nand2_1	53
a41o_1	4
a21oi_1	84
clkbuf_16	31
