==> /design/flow/design.v <==
module BON(clk , rst , start , data , en , addr , flag , fin , result);
    input clk , rst , start;
    input [9 : 0] data;
    output en , flag , fin;
    output [9 : 0] addr , result;
	reg [2:0]state,next_state;
	reg flag;
	reg [9:0]sum,next_sum;
	reg [9:0]num,next_num;
	reg same,next_same;
	assign en = 1'b1;  
	always@(posedge rst or posedge clk)begin
		if (rst == 1'b1)begin
			state = 10'b0;
			sum = 10'b0;
			num = 10'b11_1111_1111;  
			same = 0;
		end
		else begin
			state = next_state;
			num = next_num;
			sum = next_sum;
			same = next_same;
		end
	end
	always@(*)begin
		next_same = same;
	    next_state = state;
		next_sum = sum;  
		next_num = num + 1;  
		if (start == 1)begin
			case(state)
				3'b000:begin
					next_state	= data[0] ? state+1 : 0 ;
					flag = 0;
					next_same = data[0] ? same : 0 ;
				end
				3'b001:begin
					next_state	= data[0] ? 1 : state+1 ;
					flag = 0;
					next_same = data ?  0 : same ;
				end
				3'b010:begin
					next_state	= data[0] ? state+1 : 0 ;
					flag = 0;
					next_same = data[0] ? same : 0 ;
				end
				3'b011:begin
					next_state	= data[0] ? 1 : state+1 ;
					flag = 0;
					next_same = data[0] ? 0 : same  ;
				end
				3'b100:begin
					next_state	= data[0] ? 3'b011 : state+1 ;
					flag = 0;
					next_same = data[0] ? 0 : same  ;
				end
				3'b101:begin
					next_state	= data[0] ? state+1 : 0 ;
					flag = 0;
					next_same = data[0] ? same : 0 ;
				end
				3'b110:begin
					next_state	= data[0] ? 3'b001 : 3'b100 ;  
					flag = data[0] && same ? 1'b1 : 1'b0;
					next_same = data[0] ? 1 : same ;
					next_sum = data[0] && same ? sum + 1'b1 : sum ;
				end
			endcase
		end
		else begin 
			flag = 0;
		end
	end
	assign addr = num;
	assign fin = (start == 1 && num==1023) ? 1'b1 : 1'b0;
	assign result = sum;
endmodule
==> /design/flow/run.sh <==
#!/bin/bash
# OpenROAD 26Q1-2900-gdf79404cd8, Yosys 0.63+post, stock flow scripts
make -C /OpenROAD-flow-scripts/flow DESIGN_CONFIG=/design/flow/config.mk WORK_HOME=/design/flow/orfs finish
==> /design/flow/config.mk <==
export PLATFORM = sky130hd
export DESIGN_NAME = BON
export DESIGN_NICKNAME = BON
export VERILOG_FILES = /design/flow/design.v
export SDC_FILE = /design/flow/constraint.sdc
export NUM_CORES = 4
export LEC_CHECK = 1
export CORE_UTILIZATION = 30
==> /design/flow/constraint.sdc <==
current_design BON

set clk_period 2.5
set clk_io_pct 0.2

create_clock -name clk0 -period $clk_period [get_ports {clk}]

set non_clock_inputs [all_inputs -no_clocks]
set_input_delay [expr $clk_period * $clk_io_pct] -clock clk0 $non_clock_inputs
set_output_delay [expr $clk_period * $clk_io_pct] -clock clk0 [all_outputs]
==> results.ini <==
[run_status]
status = finished clean

[worst_hold_path]
hold_depth = 1
hold_path.class = flip-flop to flip-flop
hp-start = sum[9]
hold_path_end = sum[9]

[floorplanning]
die_w_um = 70.8
die_h_um = 70.8
rows = 24
die-area_mm2 = 0.00501
io_pins = 36
core_mm2 = 0.00444
fp_util_pct = 32.0

[global_routing]
grt_start_max_net_pins = 16
grt_overflow = 0
grt_pass1_vias = 989
antenna_found_initial = 0
grt_pass1_wl_um = 4400
grt.total_usage_pct = 11.0

[power]
max-vdd-ir-drop_v = 0.000392
p_sw_share_pct = 32.4
power_frac_comb_pct = 37.0
p_leak_nw = 0.787
power_frac_clock_pct = 26.3
switchingPower_mw = 0.422
seqPwrFrac_pct = 36.8
p_int_mw = 0.881
powerDensity_mw_per_mm2 = 687

[place]
place_congestion = 0.801
io_buffers = 34
place_inst = 218
place_ws_ps = 210
hpwl_um = 2020

[drt]
viasPerCell = 4.83
first_pass_iters = 6
vias = 1081
antennaDiodeCount = 0
wl_per_cell_um = 11.9
drtIter0Drc = 38
remaining_drc_errors = 0
drt_wl_total_um = 2660
ant_nets = 0

[clock_tree]
path_clk_slew_ps = 90
h-tree-depth = 1
cts_buffer_depth = 2
cts_hold_buf = 0
cts_made_buffers = 3
cts_tree = done
clockRootBuffer = clkbuf_8
clock.latency.late_pin_ps = 270

[logic_synthesis]
ys.flop_type = dfrtp_1
ys.flops = 25
ys_area_mm2 = 0.00142
async_flop_share_pct = 96.0
synth_cell_types = 46
syn_inst = 135
yosysCellCount = 135
yosysWarnings = 1
avgSynthCellArea_um2 = 10.5
synth-edff-count = 0
netlist_area_mm2 = 0.00142

[worst_setup_path]
crit_type = flip-flop to primary output
critical_path.cell_chain = ha_4 > inv_1 > or2_4 > nor3_2 > clkdlybuf4s50_1
crit_path_end_kind = primary output
regToRegStartpoint = state[0]
slowest_delay_ps = 570
worst_ep_required_time_ps = 2000
cp_max_fo = 3
r2r_slack_ps = 430
critPathSlowestCell = dfstp_2
r2r_cells = 6
critPathLaunchType = flip-flop
arrival_ps = 1880
r2r-end = same

[sta]
slew_violations = 0
setup_viol = 0
fin_setup_tns_ps = 0
maxSlewHeadroom_pct = 63.6
fmax_ghz = 0.419
worst_clock_skew_ps = 4.39
grt_setup_unrepaired = no
unconstrained_endpoints = 2
fin_hold_ws_ps = 477
worst_pin_slew_ps = 545
hold_viol_final = 0
unclocked_regs = 1
min_period_ps = 2380
min_period_over_period_pct = 95.4
fin_ws_ps = 115

[flow_run]
cap_violations = 0
warnings = 28

[layout]
drive_above_1_share_pct = 18.6
fin_util_pct = 42.7
area_growth_pct = 33.6
instances_no_fill = 224

## logic make-up (layout without fill, tap and decap cells)
| kind of cell | Yosys count | in the layout | synth area share [%] |
|---|---|---|---|
| DFF | 24 | 24 | 43.2 |
| xor gates and xnor gates | 18 | 18 | 11.1 |
| muxes | 3 | 3 | 2.55 |
| AOI/OAI and AO/OA | 14 | 14 | 8.72 |
| adders and majority gates | 7 | 7 | 6.17 |
| latches | 1 | 1 | 1.06 |
| and+or+nand+nor | 54 | 54 | 20.8 |
| buffers and inverters | 13 | 50 | 6.17 |
| other | 1 | 1 | 0.264 |
## Yosys cell counts (2+ instances only)
cell / n / area, um^2
a21oi_1: 2 / 10.0
and2_1: 2 / 12.5
buf_6: 2 / 22.5
clkbuf_1: 2 / 7.51
clkbuf_8: 2 / 27.5
dfrtp_1: 14 / 350
dfstp_2: 10 / 263
ha_1: 7 / 87.6
inv_1: 6 / 22.5
nand2_1: 9 / 33.8
nand3_1: 9 / 45.0
nand4_1: 5 / 31.3
nand4b_1: 2 / 17.5
nor2_1: 10 / 37.5
nor3_1: 5 / 25.0
o21ai_0: 2 / 10.0
xnor2_1: 7 / 61.3
xor2_1: 11 / 96.3
## repair_timing
item | 4_1_cts | 5_1_grt
gates resized | 3 | 1
setup endpoints to repair | 1 | 1
buffers inserted | 2 | 0
## registers in the layout, summed over array words and instances, names as in the netlist
signal	flops
num	10
sum	10
state	3
flag	1
same	1
## critical path, delay by kind of cell, from the launching register on
family                   cells  cell delay [ps]
adder cells (fa/ha/maj)      1              150
AND/OR/NAND/NOR              2              390
buffers and inverters        2              510
flip-flops                   1              570
## area by class of cell
type,instances,area (um^2)
clock buffer,3,41.3
clock inverter,1,30.0
sequential,25,628
tap,52,65.1
multi-input combinational,97,724
fill,401,2550
timing repair buffer,40,385
inverter,6,22.5
## worst max path at each step
stage                  start  end  depth (start not counted)
final                 num[0]  fin                          5
after global routing  num[0]  fin                          5
after CTS             num[0]  fin                          5
## stage by stage
stage	cell area, um^2	power [mW]
finish	1900	1.30
global route	1900	1.39
CTS	1890	1.32
detailed placement	1790	0.967
global placement	1790	0.954
floorplan	1420	0.905
## cells in the final DEF, fill, tap and decap left out, types with 2 or more instances in the layout
cell type	instances
inv_1	6
nand3_1	9
and2_1	2
nand2_1	9
clkbuf_8	3
dfstp_2	10
nand4b_1	2
o21ai_0	2
a21oi_1	2
nor2_1	10
dfrtp_1	14
xnor2_1	7
clkdlybuf4s50_1	34
nand4_1	5
buf_4	6
ha_1	6
xor2_1	11
nor3_1	4
## layer usage
metal	global-route usage, %	vias up	wire (um)
met5	0	-	0
met4	1.11	0	29
met3	2.17	2	99
met2	16.2	28	1170
met1	17.9	504	1370
li1	-	547	-
## power groups by stage
stage	Combinational, mW	Clock, mW	Sequential, mW
finish	0.482	0.342	0.479
CTS	0.484	0.353	0.480
global route	0.539	0.363	0.490
No activity file was given, so power comes from the tool's default toggle rates.
